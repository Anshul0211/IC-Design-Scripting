**design/flow/design.v**
```verilog
module universal_register(Q, Load, Options, clk);
input [7:0]Load;
input clk;
output reg [7:0]Q;
input [2:0]Options;
reg a;
always @(posedge clk)
begin
if(Options==0)  
    Q <= Load;
else if(Options==1)  
    Q <= Q;
else if(Options ==2)  
    Q <= Q<<1;
else if(Options ==3)  
Q <= Q>>1;
else if(Options ==4)  
    begin
    a=Q[0];
    Q <= Q>>1;
    Q[7]<=a;
    end
else if(Options ==5)  
    begin
    a=Q[7];
    Q <= Q<<1;
    Q[0]<=a;
    end
else
    Q<=0;  
end
endmodule
```
**design/flow/run.sh**
```bash
#!/bin/bash
# OpenROAD 26Q1-2900-gdf79404cd8, Yosys 0.63+post, stock flow scripts
make -C /OpenROAD-flow-scripts/flow DESIGN_CONFIG=/design/flow/config.mk WORK_HOME=/design/flow/orfs finish
```
**design/flow/config.mk**
```make
export PLATFORM = sky130hd
export DESIGN_NAME = universal_register
export DESIGN_NICKNAME = universal_register
export VERILOG_FILES = /design/flow/design.v
export SDC_FILE = /design/flow/constraint.sdc
export NUM_CORES = 4
export LEC_CHECK = 1
export CORE_AREA = 10 10 70 70
export DIE_AREA = 0 0 80 80
```
**design/flow/constraint.sdc**
```tcl
current_design universal_register

set clk_period 2.4
set clk_io_pct 0.2

create_clock -name clk0 -period $clk_period [get_ports {clk}]

set non_clock_inputs [all_inputs -no_clocks]
set_input_delay [expr $clk_period * $clk_io_pct] -clock clk0 $non_clock_inputs
set_output_delay [expr $clk_period * $clk_io_pct] -clock clk0 [all_outputs]
```
==> results_slide.txt <==
Synthesis and Place & Route Summary

Final timing
  – Hold Violations, Final: 0
  – Setup Skew: 0.0102 ns
  – RSZ-0062 raised after global routing: no
  – Final period util: about four fifths
  – Slew margin rel.: roughly 75%
  – Total Neg Setup Slack: 0 ns
  – Tmin final: around 1.9 ns
  – Count of final setup violators: 0
  – Count of pins over their slew limit: 0
  – Maximum clock rate: about 520 MHz
  – Slew at the pin with the worst max-slew slack: roughly 0.38 ns

Synth
  – EDFF count, synth: 8
  – XOR/XNOR Fraction of Synth Area: 0%
  – Area fraction in mux cells: 15.2%
  – Netlist cell types: 24
  – Post-synth top area cell: edfxtp_1
  – Fa+ha+maj area frac: 0%
  – Synthesized area: between 500 and 600 sq um
  – Yosys top cell area share: ~41%
  – Syn avg cell area: between 10 and 15 sq um
  – Synth async-reset ratio: 0%
  – Top cells by area: edfxtp_1 (41%), a221oi_1 (9.0%), mux2_4 (7.7%), mux2_2 (5.8%), a21oi_1 (5.1%)
  – Yosys synthesis warning count: 1
  – Top logic family: AND-OR/OR-AND gates
  – Syn Inst Count: between 50 and 60
  – Basic Gates by Area: roughly 9.6%
  – Yosys cell count: between 50 and 60
  – Sequential fraction of the synthesis area: between 40% and 50%
  – Yosys Chip Area: slightly below 600 sq um
  – Yosys aoi share: between 20 and 30%
  – Flops after synth: 8
  – Primary FF master, synth: edfxtp_1

Power
  – Static Leak: about 0.30 nW
  – NetSw: approximately 0.00011 W
  – Sw Share: between 20% and 30%
  – Clock share of power: ~25%
  – Pint: roughly 0.00031 W
  – VDD IR max: roughly 0.00017 V
  – Pwr Total: about 0.00042 W
  – Seq pwr share: 47.6%
  – Power Density: around 500 mW/mm^2
  – Comb pwr share: 27.5%

Setup path
  – Worst setup path start: Options[2]
  – Worst path max stage delay: 0.70 ns
  – Buf/Inv on CP: 2
  – CP arrival: approximately 1.9 ns
  – Critical path's slowest cell: clkdlybuf4s50_1
  – CP endpoint kind: flop
  – Crit path launch type: input port
  – Origin of the critical flop-to-flop path: Q[2]$_DFFE_PP_
  – Kind of critical path: in2reg
  – CP cell instances: clkdlybuf4s50_1, buf_4, nor2b_4, a221oi_1, a21oi_1
  – CP top delay family: buffers and inverters
  – Crit path DRT: around 2.4 ns
  – CP Max Fanout: 14

Die
  – Chip area: approximately 0.0064 sq mm
  – Die Y-Extent: 80 um
  – Starting density of the core: around 17%
  – Core area: approximately 0.0034 sq mm
  – Rows: 21
  – Io pins: 20
  – Chip width: 80 um

Layout
  – Share of cells above drive strength 1: between 15 and 20%
  – Most instantiated logic cells after routing: clkdlybuf4s50_1 (19), edfxtp_1 (8), a221oi_1 (6), a21oi_1 (6), a22oi_1 (4)
  – FF/Latch Area: between 200 and 250 sq um
  – Commonest Layout Cell: clkdlybuf4s50_1
  – Fillers: 369
  – Max reg flops: 8
  – Layout area overhead: 44.3%
  – Logic area: roughly 310 sq um
  – Largest registers: Q: 8 flops
  – Largest reg by FF count: Q

Status
  – Status: completed

Global route
  – Initial antenna violation count: 0
  – Total GRT Usage: 5.23%
  – Overflow after GRT: 0
  – Vias in the first global route: between 500 and 600
  – Largest net degree at the start of global routing: 15
  – First-pass GRT wire length: 2630 um

CTS
  – Post-CTS setup buffers: 0
  – Hold-fix buffers, CTS: 0
  – Post-CTS Resized: 0
  – Clock tree buffer depth: 2
  – Total CTS buffers: 3
  – Clk latency of the worst-skew pair: 0.26 ns
  – Clock-pin slew on the worst setup and hold paths: 0.06 ns
  – CTS root buf: clkbuf_4
  – CTS tree: yes
  – CTS Sinks: 8
  – CTS H-tree depth: 1

Drt
  – Antenna cells: 0
  – Wire per inst: 14.4 um
  – Met2 wire length: roughly 790 um
  – Vias: ~520
  – Vias per cell: between 4 and 5
  – Top Metal Used: met4
  – WL final: 1700 um
  – Post-DRT Antenna Nets: 0
  – DRT Pass-1 Iters: 4
  – DR WL met3: roughly 150 um
  – Initial DRC Count: 35
  – M1 WL: around 740 um
  – DRC violations left: 0

Hold path
  – Hold Path Class: reg2reg
  – Hold path start: Q[6]$_DFFE_PP_

Run
  – Tool warning count: 28
  – # Max-Cap Violations: 0

Placed design
  – IO Port Bufs: 19
  – Final RePlAce weighted congestion: 0.808
  – Post-DP HPWL: around 1300 um
worst min-delay path: stages, from the launching register on:
cell and delay [ns]:
edfxtp_1 0.41, nand3b_1 0.10, o31ai_1 0.07
cell type report:
type | instances | area share (%)
Multi-Input combinational cell | 39 | 37.2
Sequential cell | 8 | 28.5
Timing Repair Buffer | 21 | 24.3
Tap cell | 46 | 6.82
Clock buffer | 3 | 2.67
Inverter | 1 | 0.445
logic make-up after synthesis:
kind of cell / count (synthesis)
AND-OR/OR-AND: 23
buffers and inverters: 5
flip-flops: 8
multiplexers: 7
AND/OR/NAND/NOR: 9
final timing paths:
kind	slack [ns]	to	cells after the start
worst max-delay path	0.48	Q[1]$_DFFE_PP_	5
worst min register to register	0.68	Q[7]$_DFFE_PP_	2
worst min-delay path	0.68	Q[7]$_DFFE_PP_	2
worst max register to register	1.03	Q[1]$_DFFE_PP_	3
routing by layer:
metal	global-route usage (%)	up-vias
met5	0	-
met4	0.528	0
met3	2.95	2
met2	8.03	19
met1	6.47	244
li1	-	255
cell usage after synthesis (2+ instances only):
| library cell | n |
|---|---|
| a21oi_1 | 6 |
| a221oi_1 | 6 |
| a22oi_1 | 4 |
| a2bb2oi_1 | 2 |
| clkbuf_1 | 2 |
| edfxtp_1 | 8 |
| mux2_2 | 3 |
| mux2_4 | 3 |
| nand2_1 | 3 |
power groups by stage:
stage / clock [W] / combinational, W / sequential, W
CTS: 0.000110 / 0.000116 / 0.000197
global route: 0.000125 / 0.000126 / 0.000200
finish: 0.000104 / 0.000114 / 0.000198
through the flow:
step / utilization, % / hold slack (ns) / instances / cell area (sq um) / setup slack (ns)
6_report: 24.7 / 0.681 / 118 / 843 / 0.480
5_1_grt: 24.7 / 0.719 / 118 / 843 / 0.430
4_1_cts: 24.7 / 0.692 / 118 / 843 / 0.484
3_5_place_dp: 24.0 / 0.674 / 115 / 821 / 0.209
3_3_place_gp: 24.0 / 0.661 / 115 / 821 / 0.251
2_1_floorplan: - / 0.585 / 52 / 584 / 0.881
Power figures rest on the tool's default switching activity, not on a simulated workload.
