[flow/config.mk]
export PLATFORM = sky130hd
export DESIGN_NAME = FSM_moore
export DESIGN_NICKNAME = FSM_moore
export VERILOG_FILES = /design/flow/design.v
export SDC_FILE = /design/flow/constraint.sdc
export NUM_CORES = 4
export LEC_CHECK = 1
export CORE_AREA = 10 10 70 70
export DIE_AREA = 0 0 80 80
[flow/constraint.sdc]
current_design FSM_moore

set clk_period 1.1
set clk_io_pct 0.2

create_clock -name clk0 -period $clk_period [get_ports {clk}]

set non_clock_inputs [all_inputs -no_clocks]
set_input_delay [expr $clk_period * $clk_io_pct] -clock clk0 $non_clock_inputs
set_output_delay [expr $clk_period * $clk_io_pct] -clock clk0 [all_outputs]
[flow/design.v]
`timescale 1ns / 1ps
module FSM_moore(In, Out, clk, reset, z);
parameter A=4'b0001;
parameter B=4'b0010;
parameter C=4'b0100;
parameter D=4'b1000;
parameter E=4'b0000;
parameter F=4'b1111;
input In, clk, reset;
output Out;
reg [3:0]y, Y;
output [5:0]z;
always @(In, y)
begin
case(y)
A: if (In==0)
Y=A;
else
Y=B;
B: if (In==0)
Y=C;
else
Y=B;
C: if (In==0)
Y=D;
else
Y=B;
D: if (In==0)
Y=A;
else
Y=E;
E: if (In==0)
Y=C;
else
Y=F;
F: if (In==0)
Y=C;
else
Y=B;
endcase
end
always @(posedge clk)
begin
if(!reset)
y<=A;
else
y<=Y;
end
assign Out=(y==4'b1111);
assign z[0] = (y==A);
assign z[1] = (y==B);
assign z[2] = (y==C);
assign z[3] = (y==D);
assign z[4] = (y==E);
assign z[5] = (y==F);
endmodule
[flow/run.sh]
#!/bin/bash
# OpenROAD 26Q1-2900-gdf79404cd8, Yosys 0.63+post, stock flow scripts
make -C /OpenROAD-flow-scripts/flow DESIGN_CONFIG=/design/flow/config.mk WORK_HOME=/design/flow/orfs finish
==> results.txt <==
yosys + openroad results -> I/O pin count=10, VDD IR max=0.156 mV, Die Ht=80 um, worst slack at placement=-515 ps, area of the mapped netlist=340 um^2, count of tool warnings=27, Root Buffer=clkbuf_4, WHS Endpoint=y[0], final std cells w/o fill=104, row cnt=21, crit path DRT=880 ps, routed wire length=1.03 mm, WL met2=448 um, final instance area=661 um^2, Die X=80 um, pin slew with the least headroom to its limit=405 ps, maximum net fanout on the critical path=3, die area=6400 um^2, Area Growth Syn to Fin=94.1%, wl on met1=471 um, Pwr Density=628 nW/um^2, Hold Crit Depth=2, per-cell routed wire length=9.88 um, endpoints left unconstrained=4, adder share=0.0294, slew margin rel.=0.723, register pins left without a clock=4, Avg Synthesized Cell Area=9.45 um^2, final hold viol count=0, FP Util=0.0996, Iteration-0 DRC Markers=6, DR vias/cell=3.24, EDFF count, synth=0, Synth area leaders=dfxtp_1 (24%), dlxtn_1 (18%), nor4b_1 (7.7%), Max Freq=700 MHz, Critical Path Start Type=register, RSZ-0062 raised after global routing=yes, final setup margin=-328 ps, CP endpoint kind=output port, Post-Place Cells=93, # hold bufs at CTS=0, Detail Route met3 WL=54 um, Tcrit/Tclk final=1.30, min-delay src=reset, vias in the first global route=350, Clock Pin Slew Worst Setup and Hold Paths=40 ps, failing checks=setup timing, MaxCap Viol Count=0, HPWL Detailed=667 um, xor+xnor area frac=0.0257, highest routing layer actually used=met4, pin count of the biggest net entering global routing=10, Simple-Gate Area Share=0.305, CP Class=register to output port, vias=337, ys flops=8, GR Util All Layers=0.0316, share of cells above drive strength 1=0.638, CTS max path bufs=2, CTS tree=done, DRC=0, Top logic family=simple AND/OR/NAND/NOR gates, H-tree depth=1, Leakage=0.278 nW, Ys Warns=1, number of antenna violations at the first check in global routing=0, Mapped Cells=36, yosys cell count=36, input/output buffers=9, synth cell count leaders=and2_1 (4), dfxtp_1 (4), dlxtn_1 (4), nor4b_1 (3), largest area contributor in the netlist=dfxtp_1, Area after DPL=505 um^2, yosys aoi share=0.103, n_diodes=0, CP arrival=1210 ps, Post-synth ARST share=0, Cell Type Count=22, Synth top area share=0.235, Commonest flop=dlxtn_1, HP Class=primary input to register, clock buffer count from CTS=3, global-route wire length before repair=1.66 mm, Remaining Overflow, GRT=0, status=finished, violations left, Antenna Nets Post-Route=0, Chip Area, Yosys=340 um^2, Final GP Congestion=0.712, post-layout minimum cycle time=1430 ps, Core ar.=3420 um^2, Max Transition Viols Final=0, area fraction in mux cells=0, # setup viols final=7, First-pass DRT Iterations=4
[through the flow]
stage	hold slack [ps]	util	power [mW]	TNS (ps)
2_1_floorplan	293	-	0.191	0
3_3_place_gp	791	0.148	0.218	-2990
3_5_place_dp	792	0.148	0.218	-2950
4_1_cts	556	0.188	0.414	-1740
5_1_grt	604	0.193	0.435	-1930
6_report	556	0.193	0.415	-1520
[metal layers]
layer,global-route usage,vias to the layer above
li1,-,170
met1,0.0396,154
met2,0.0490,9
met3,0.00909,4
met4,0.0141,0
met5,0,-
[cells in the final DEF (no fill, tap or decap), drive strengths merged, types with 2 or more instances in the layout]
master and count:
and2 4, nor4 2, a2111oi 2, inv 2, or3 2, dlxtn 4, clkbuf 4, nor4b 3
buf 21, clkdlybuf4s50 2, dfxtp 4
[critical path: stages (launching register included)]
cell and delay (ps):
dfxtp_4 340, buf_6 120, or3_4 330, nor2_2 80
buf_2 90
[worst max path at each step]
stage	start	end	slack [ps]	cells past startpoint
final	y[1]	z[0]	-330	4
after CTS	y[1]	z[0]	-360	4
after global routing	y[1]	z[0]	-380	4
[cell families (layout without fill, tap and decap cells)]
family,count (synthesis),in the layout
buffers and inverters,7,29
adders and majority gates,1,1
AOI/OAI and AO/OA,4,4
DFF,4,4
latches,4,4
and+or+nand+nor,15,15
xor gates and xnor gates,1,1
[report_power, final]
part	total (mW)	internal, mW	switching [mW]	leakage, nW
clock	0.185	0.122	0.0631	0.0138
combinational	0.0684	0.0431	0.0253	0.197
sequential	0.161	0.151	0.00989	0.0669
[final cells by class]
| type | instances | area [um^2] |
|---|---|---|
| fillers | 376 | 2760 |
| well taps | 46 | 57.6 |
| inverters | 2 | 7.51 |
| multi-input cells | 21 | 225 |
| clock buffers | 3 | 22.5 |
| repair buffers | 24 | 193 |
| flip-flops and latches | 8 | 155 |
[sequential cells by signal, summed over array words and instances, names as in the netlist]
register and cells:
y 4, Y 4
[repair_timing]
item / in CTS / in global routing
resized: 43 / 3
buffers inserted: 8 / 1
pin swaps: 5 / 2
endpoints found under the setup margin: 7 / 7
Power and IR drop assume default switching activity.
