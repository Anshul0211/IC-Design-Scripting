## /design/flow/design.v

```verilog
`timescale 1ns / 1ps
module binary_multiplier(a,b,out);
parameter p=8;
parameter k=8;
input [p-1:0]a;
input [k-1:0]b;
reg [p+k-1:0]c;
output reg [p+k-1:0]out;
integer i;
integer j;
always @*
begin
out=0;
    for(i=0;i<p;i=i+1)
    begin
        c=0;
        if (b[i]==1)
            begin              
                c=a<<i;
            out=out+c;
            end
        else
        begin
        out=out;
        end
end   
end
endmodule
```

## /design/flow/run.sh

```bash
#!/bin/bash
# OpenROAD 26Q1-2900-gdf79404cd8, Yosys 0.63+post, stock flow scripts
make -C /OpenROAD-flow-scripts/flow DESIGN_CONFIG=/design/flow/config.mk WORK_HOME=/design/flow/orfs finish
```

## /design/flow/config.mk

```make
export PLATFORM = sky130hd
export DESIGN_NAME = binary_multiplier
export DESIGN_NICKNAME = binary_multiplier
export VERILOG_FILES = /design/flow/design.v
export SDC_FILE = /design/flow/constraint.sdc
export NUM_CORES = 4
export LEC_CHECK = 1
export CORE_UTILIZATION = 30
```

## /design/flow/constraint.sdc

```tcl
current_design binary_multiplier

set clk_period 19.2
set clk_io_pct 0.2

create_clock -name clk0 -period $clk_period

set non_clock_inputs [all_inputs -no_clocks]
set_input_delay [expr $clk_period * $clk_io_pct] -clock clk0 $non_clock_inputs
set_output_delay [expr $clk_period * $clk_io_pct] -clock clk0 [all_outputs]
```

==> CHANGELOG.md <==
### Implementation results

* Status: finished clean
* Post-CTS sizing at 0
* # IOs at 32
* Max-slew headroom at 48.86%
* Antenna-violating nets left at 0
* Clock buf count at 0
* Hold Buf Count CTS at 0
* Synthesis-to-layout area growth at 12.46%
* Unique cell types at 71
* Die area at 11610 um2
* Final min period at 17620 ps
* Via count at 3331
* Achievable Freq at 0.05676 GHz
* Buffers and inverters on the worst path at 3
* Seq. cell area at 0 um2
* CP endpoint: out[14]
* Post-CTS Repair Setup Buffers at 0
* First-pass DRT Iterations at 5
* Crit-path leading delay family: AND-OR/OR-AND gates
* Gr ovfl total at 0
* CP Class: input pin to output port
* Seq share, synth at 0%
* Critical Path RT at 15360 ps
* FP Rows at 38
* DRC errors left at 0
* Overall global routing resource usage at 15.72%
* Post-detailed-route via-to-cell ratio at 5.497
* Initial DRC Count at 252
* PortBufs at 32
* Max incr delay on CP at 690 ps
* Gpl congestion at 0.9376
* FP Core Util at 30.81%
* CP Max Fanout at 11
* Wirelength per Cell at 14.40 um
* Initial antenna violation count at 0
* CP max-delay cell: clkdlybuf4s50_1
* PD cells at 94.71 nW/um2
* RSZ-0062 raised after global routing: no
* Diodes inserted at 0
* Leak at 1.626 nW
* Stages on the worst setup path at 42
* Total power at 0.0003573 W
* Yosys chip area at 3354 um2
* Worst path most repeated cell: ha_1
* CP endpoint kind: output port
* CORE AREA at 10890 um2
* Tightest Hold Check Type: input pin to output port
* Worst ir drop on vdd at 0.06275 mV
* Die height at 107.7 um
* Stage-log warning count at 36
* DPL Wire Length at 6927 um
* Critical path launch point type: input pin
* Syn. warnings at 1
* First-pass GRT wire length at 14670 um
* Number of global-route vias before repair at 2954
* Max Slew Vio Count at 0
* Mean post-synth cell area at 7.488 um2
* Setup TNS at 0 ps
* HP Start: b[0]
* Cells after Synth at 448
* Max-cap violations at 0
* Largest net degree at the start of global routing at 23
* Die Span X at 107.7 um
* Cells in synth_stat.txt at 448
* Mapped Area at 3354 um2
* Routed wire length at 8728 um
* Registers at 0
* Layout cell share with drive strength beyond 1 at 7.940%
* Worst Tran Pin Value at 767.1 ps
* Setup-failing EPs final at 0
* Worst path arrival time at 13780 ps
* Endpoints failing hold at 0
* Crit. Startpoint: a[1]
* Crit share post-route at 91.76%
[logic make-up (layout without fill, tap and decap cells)]
kind of cell	count (synthesis)	in the layout	share of synthesized area, %
AND-OR/OR-AND	153	153	32.49
XOR/XNOR	27	27	7.049
adder cells (fa/ha/maj)	65	65	25.81
buffers and inverters	49	67	6.490
multiplexers	22	22	7.161
AND/OR/NAND/NOR	132	132	21.00
[stage by stage]
stage,instance area (um2),util [%],cells,hold WS (ps),setup slack (ps)
floorplan,3354,-,448,7757,3624
global placement,3772,34.65,606,8911,1842
detailed placement,3772,34.65,606,8906,1642
CTS,3772,34.65,606,8912,1584
global route,3772,34.65,606,8968,742.1
finish,3772,34.65,606,8919,1582
[where the power goes]
group,leakage (nW),switching [W],internal (W)
clock network,0,0,0
logic,1.63,0.000173,0.000184
registers,0,0,0
[how the worst min path moves through the flow]
| stage | cells past startpoint | endpoint |
|---|---|---|
| global route | 3 | out[0] |
| CTS | 3 | out[0] |
| finish | 3 | out[0] |
[cells in the final DEF, fill, tap and decap left out, types with 5 or more instances in the layout]
| master | synthesis | routed |
|---|---|---|
| a211oi_1 | 7 | 7 |
| a21o_1 | 10 | 10 |
| a21oi_1 | 31 | 31 |
| a31oi_1 | 7 | 7 |
| and2_1 | 8 | 8 |
| clkdlybuf4s50_1 | 0 | 32 |
| fa_1 | 7 | 7 |
| ha_1 | 58 | 58 |
| inv_1 | 30 | 30 |
| mux2_2 | 16 | 16 |
| mux2i_1 | 6 | 6 |
| nand2_1 | 26 | 26 |
| nand2b_1 | 11 | 11 |
| nand3_1 | 7 | 7 |
| nor2_1 | 32 | 32 |
| nor2b_1 | 7 | 7 |
| nor3_1 | 7 | 7 |
| o211ai_1 | 5 | 5 |
| o21a_1 | 12 | 12 |
| o21ai_0 | 18 | 18 |
| o21ai_1 | 10 | 10 |
| o21bai_1 | 6 | 6 |
| o31ai_1 | 5 | 5 |
| or2_2 | 5 | 5 |
| or3_1 | 5 | 5 |
| xnor2_1 | 22 | 22 |
| xor2_1 | 5 | 5 |
[final cells by class]
| class | instances | area (um2) |
|---|---|---|
| timing repair buffer | 34 | 335.3 |
| fill | 1103 | 7116 |
| multi-input combinational | 399 | 3137 |
| inverter | 33 | 125.1 |
| tap | 140 | 175.2 |
[cells in the mapped netlist (5+ instances only)]
| cell type | instances | area, um2 |
|---|---|---|
| nand2_1 | 26 | 97.59 |
| and2_1 | 8 | 50.05 |
| o31ai_1 | 5 | 37.54 |
| mux2_2 | 16 | 180.2 |
| nor2_1 | 32 | 120.1 |
| mux2i_1 | 6 | 60.06 |
| nor3_1 | 7 | 35.03 |
| fa_1 | 7 | 140.1 |
| o21a_1 | 12 | 90.09 |
| or2_2 | 5 | 31.28 |
| clkbuf_1 | 6 | 22.52 |
| a21o_1 | 10 | 75.07 |
| a21oi_1 | 31 | 155.2 |
| nand2b_1 | 11 | 68.82 |
| xor2_1 | 5 | 43.79 |
| nand3_1 | 7 | 35.03 |
| a31oi_1 | 7 | 43.79 |
| o21bai_1 | 6 | 45.04 |
| a211oi_1 | 7 | 52.55 |
| nor2b_1 | 7 | 43.79 |
| inv_1 | 30 | 112.6 |
| o21ai_0 | 18 | 90.09 |
| xnor2_1 | 22 | 192.7 |
| or3_1 | 5 | 31.28 |
| ha_1 | 58 | 725.7 |
| o211ai_1 | 5 | 37.54 |
| o21ai_1 | 10 | 50.05 |
[worst min-delay path: cells and delay by family]
family                 cells  cell delay [ps]
buffers and inverters      2              990
and+or+nand+nor            1              240
[metal layers]
layer	GRT usage (%)	up-vias	wire length [um]
met2	24.54	72	3724
li1	-	1720	-
met5	0	-	0
met3	0.1235	7	326
met1	25.04	1532	4605
met4	1.174	0	72
Power and IR drop assume default switching activity.
